### flow/run.sh
#!/bin/bash
# OpenROAD 26Q1-2900-gdf79404cd8, Yosys 0.63+post, stock flow scripts
make -C /OpenROAD-flow-scripts/flow DESIGN_CONFIG=/design/flow/config.mk WORK_HOME=/design/flow/orfs finish
### flow/config.mk
export PLATFORM = sky130hd
export DESIGN_NAME = layer2_32_9_16_1_f_rom
export DESIGN_NICKNAME = layer2_32_9_16_1_f_rom
export VERILOG_FILES = /design/flow/design.v
export SDC_FILE = /design/flow/constraint.sdc
export NUM_CORES = 4
export LEC_CHECK = 1
export CORE_AREA = 10 10 75 75
export DIE_AREA = 0 0 85 85
### flow/constraint.sdc
current_design layer2_32_9_16_1_f_rom

set clk_period 2.0
set clk_io_pct 0.2

create_clock -name clk0 -period $clk_period [get_ports {clk}]

set non_clock_inputs [all_inputs -no_clocks]
set_input_delay [expr $clk_period * $clk_io_pct] -clock clk0 $non_clock_inputs
set_output_delay [expr $clk_period * $clk_io_pct] -clock clk0 [all_outputs]
### flow/design.v
module layer2_32_9_16_1_f_rom(clk, addr, z);
   input clk;
   input [3:0] addr;
   output logic signed [15:0] z;
   always_ff @(posedge clk) begin
      case(addr)
        0: z <= 16'd139;
        1: z <= -16'd16;
        2: z <= 16'd100;
        3: z <= -16'd251;
        4: z <= -16'd221;
        5: z <= 16'd70;
        6: z <= 16'd20;
        7: z <= -16'd1;
        8: z <= 16'd15;
      endcase
   end
endmodule
module layer2_32_9_16_1(clk, reset, s_data_in_x, s_valid_x, s_ready_x, m_data_out_y, m_valid_y, m_ready_y);
  parameter WIDTH = 16, ADDRX = 5, ADDRF = 4, LENX = 32, LENF = 9, P=1, SIZE = LENX - LENF + 1, LOGSIZE = ADDRX;
  input clk, reset, s_valid_x, m_ready_y;
  input signed [WIDTH-1:0] s_data_in_x;
  output s_ready_x, m_valid_y;
  output signed [WIDTH-1:0] m_data_out_y;
  logic [WIDTH-1:0] w_to_multx, w_to_multf;
  logic w_wr_en_x, w_conv_done, w_read_done_x;
  logic [ADDRX-1:0] w_to_addrx, w_read_addr_x, w_write_addr_x;
  logic [ADDRF-1:0] w_to_addrf, w_read_addr_f;
  logic e_acc,c_acc;
  always_comb begin
    if (w_wr_en_x == 1)
      w_to_addrx = w_write_addr_x;
    else
      w_to_addrx = w_read_addr_x;
    if (w_wr_en_x == 1)
      w_to_addrf = 0;
    else
      w_to_addrf = w_read_addr_f;
  end
  memory1 #(WIDTH, LENX, ADDRX) mx (.clk(clk), .data_in(s_data_in_x), .data_out(w_to_multx), .addr(w_to_addrx), .wr_en(w_wr_en_x));
  layer2_32_9_16_1_f_rom mf(.clk(clk), .addr(w_to_addrf), .z(w_to_multf));
  memory_control_xf1 #(ADDRX, LENX) cx (.clk(clk), .reset(reset), .s_valid_x(s_valid_x), .s_ready_x(s_ready_x), .m_addr_x(w_write_addr_x), .ready_write(w_wr_en_x), .conv_done(w_conv_done), .read_done(w_read_done_x), .valid_y(m_valid_y));
  conv_control1 #(ADDRX, ADDRF, LENX, LENF) cc(.reset(reset), .clk(clk), .m_addr_read_x(w_read_addr_x), .m_addr_read_f(w_read_addr_f), .conv_done(w_conv_done), .read_done_x(w_read_done_x), .m_valid_y(m_valid_y), .m_ready_y(m_ready_y), .en_acc(e_acc), .clr_acc(c_acc));
  convolutioner1 #(WIDTH, ADDRX, ADDRF) conv(.clk(clk), .reset(reset), .m_addr_read_x(w_to_addrx), .m_addr_read_f(w_to_addrf), .m_data_out_y(m_data_out_y), .en_acc(e_acc), .clr_acc(c_acc), .m_data_x(w_to_multx), .m_data_f(w_to_multf));
endmodule
==> changes_impl.md <==
### Changed

- Clk sinks: 9
- Pin count of the biggest net entering global routing: 12
- Yosys warning total: 1
- Critical Path Fanout Max: 11
- Seq share, synth: 50.2%
- Endpoints failing setup: 0
- Startpoint Class: primary input
- Max incr delay on CP: approximately 0.57 ns
- Non-Filler Instances: 108
- Fin. max-slew vios: 0
- Root Driver: clkbuf_8
- I/O Buffers: 20
- WS Path Type: in2reg
- Largest Register: z
- Max-slew headroom: a little over 70%
- Vias in the first global route: 299
- Worst min-delay path class: in2reg
- Worst endpoint required time: 1.96 ns
- Total GRT Usage: under 10%
- ANT nets after route: 0
- Placed cell count: 104
- Global-route wire length before repair: 1.64 mm
- Setup tns final: 0 ns
- Top Layout Cells: clkdlybuf4s50_1 (20), edfxtp_1 (9), nor2_1 (5)
- Post-CTS Hold Fix Bufs: 0
- Post-Syn Instances: 43
- Clock tree buffer depth: 2
- Crit path time final: 1.60 ns
- Antenna cells: 0
- Grt ovf: 0
- Floorplan core density: between 10% and 20%
- PostCTS Resize Cnt: 0
- Peak supply drop: 0.000141 V
- CTS clk-pin slew, worst paths: 0.04 ns
- Final-layout fill cell count: ~430
- Post-CTS setup repair buffer count: 0
- # Cells Yosys: 43
- Via count: 329
- Setup slack after layout: 0.396 ns
- TritonCTS clock tree: built
- Unique cell types: 21
- Synth Cell Area: 538 µm²
- CP Cell Sequence: clkdlybuf4s50_1, nor3_2, nand2b_4, o31ai_2
- WHS: 1.08 ns
- Log Warnings: 25
- Slew @ Worst Pin: 0.441 ns
- Pre-CTS WS: about 0.15 ns
- Chip area in the Yosys report: approximately 540 µm²
- Synth Register Bits: 9
- Max FFs per register: 9
- Hold Vio Cnt, Final: 0
- Layout cell share with drive strength beyond 1: 22.4%
- Die area: 0.00723 mm²
- Avg WL per Cell: 9.65 µm
- Via density: 3.05
- Top-Level Pins: 21
- Period utilization: between 80% and 90%
- Fmax: just over 600 MHz
- Placer Congestion: 0.726
- Pre-Repair DR Iteration Count: 4
- Arrival @ worst endpoint: 1.57 ns
- Row count: 23
- Num CTS Buffers: 3
- Layout area overhead: 42.1%
- LEAKAGE: 0.260 nW
- PwrDens: 734 mW/mm²
- Total wire length: between 1 and 1.5 mm
- CORE AREA: 0.00406 mm²
- CP Capture Type: flop
- H-tree depth: 1
- RSZ-0062 raised after global routing: false
- Max-cap viol count: 0
- Chip Width: 85 µm
- Largest regs: z x9
- Top cell excl fill/tap: clkdlybuf4s50_1
- Power, Total: 0.561 mW
- Status: completed
- Iter 0 DRT Violations: 43
- Slowest cell on the critical path: clkdlybuf4s50_1
- Initial antenna violation count: 0
- Mean post-synth cell area: 12.5 µm²
- Drt drc: 0
- Die height: 85 µm
- Hpwl dp: ~840 µm
-- path summary, 6_finish.rpt --
path | cells past startpoint | start | slack (ns) | endpoint
setup / recovery | 4 | addr[1] | 0.40 | z[7]
hold / removal | 3 | addr[0] | 1.08 | z[4]
-- per-stage QoR --
step / cell area [µm²] / util [%]
after detailed placement: 719 / 17.7
after global routing: 764 / 18.8
after global placement: 719 / 17.7
after CTS: 764 / 18.8
after floorplan: 538 / -
final: 764 / 18.8
-- final cells by class --
class | count | area [µm²] | share of cell area, %
sequential | 9 | 270 | 35.4
timing repair buffer | 21 | 208 | 27.2
multi-input combinational | 24 | 179 | 23.4
tap | 50 | 62.6 | 8.18
clock buffer | 4 | 45.0 | 5.89
-- critical path: cells and delay by family --
family	cells	cell delay, ns
buffers and inverters	1	0.57
and+or+nand+nor	2	0.51
AOI/OAI and AO/OA	1	0.09
-- Yosys cell counts --
library cell	number	area, µm²
nor2b_4	1	13.8
edfxtp_1	9	270
o31a_2	1	10.0
o31ai_2	1	12.5
buf_4	7	52.6
nand2b_4	1	13.8
nand2b_1	1	6.26
and2_4	1	8.76
xor2_1	1	8.76
nand2_1	2	7.51
nor2_1	5	18.8
nor3_2	2	20.0
clkbuf_8	1	13.8
and2_1	1	6.26
o21ai_0	1	5.00
a211o_2	1	10.0
buf_6	2	22.5
nor2b_1	1	6.26
nor2b_2	1	8.76
xnor2_1	2	17.5
a21oi_1	1	5.00
-- where the power goes --
group          internal, mW  switching, mW  leakage (nW)  total [mW]
clock                 0.138         0.0659        0.0228       0.204
sequential            0.233        0.00836        0.0889       0.241
combinational        0.0806         0.0351         0.148       0.116
-- cell families after synthesis --
| logic type | synth area share, % |
|---|---|
| xor+xnor | 4.88 |
| simple gates | 20.5 |
| buf+inv | 16.5 |
| flops | 50.2 |
| compound gates | 7.90 |
-- per-layer routing --
layer | routed length (µm) | GRT usage, % | vias up | share of wire (%)
met5 | 0 | 0 | - | 0
met4 | 57 | 1.65 | 0 | 5.5
met3 | 180 | 1.54 | 4 | 17
met2 | 230 | 1.98 | 26 | 22
met1 | 574 | 4.61 | 131 | 55
li1 | - | - | 168 | -
No activity file was given, so power comes from the tool's default toggle rates.
