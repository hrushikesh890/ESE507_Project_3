`design/flow/run.sh`:
```
#!/bin/bash
# OpenROAD 26Q1-2900-gdf79404cd8, Yosys 0.63+post, stock flow scripts
make -C /OpenROAD-flow-scripts/flow DESIGN_CONFIG=/design/flow/config.mk WORK_HOME=/design/flow/orfs finish
```
`design/flow/config.mk`:
```
export PLATFORM = sky130hd
export DESIGN_NAME = layer3_24_10_16_1_f_rom
export DESIGN_NICKNAME = layer3_24_10_16_1_f_rom
export VERILOG_FILES = /design/flow/design.v
export SDC_FILE = /design/flow/constraint.sdc
export NUM_CORES = 4
export LEC_CHECK = 1
export CORE_AREA = 10 10 77 77
export DIE_AREA = 0 0 87 87
```
`design/flow/constraint.sdc`:
```
current_design layer3_24_10_16_1_f_rom

set clk_period 2.8
set clk_io_pct 0.2

create_clock -name clk0 -period $clk_period [get_ports {clk}]

set non_clock_inputs [all_inputs -no_clocks]
set_input_delay [expr $clk_period * $clk_io_pct] -clock clk0 $non_clock_inputs
set_output_delay [expr $clk_period * $clk_io_pct] -clock clk0 [all_outputs]
```
`design/flow/design.v`:
```
module layer3_24_10_16_1_f_rom(clk, addr, z);
   input clk;
   input [3:0] addr;
   output logic signed [15:0] z;
   always_ff @(posedge clk) begin
      case(addr)
        0: z <= -16'd86;
        1: z <= 16'd112;
        2: z <= 16'd247;
        3: z <= -16'd232;
        4: z <= -16'd189;
        5: z <= 16'd9;
        6: z <= 16'd244;
        7: z <= 16'd245;
        8: z <= -16'd60;
        9: z <= 16'd219;
      endcase
   end
endmodule
module layer3_24_10_16_1(clk, reset, s_data_in_x, s_valid_x, s_ready_x, m_data_out_y, m_valid_y, m_ready_y);
  parameter WIDTH = 16, ADDRX = 5, ADDRF = 4, LENX = 24, LENF = 10, P=1, SIZE = LENX - LENF + 1, LOGSIZE = ADDRX;
  input clk, reset, s_valid_x, m_ready_y;
  input signed [WIDTH-1:0] s_data_in_x;
  output s_ready_x, m_valid_y;
  output signed [WIDTH-1:0] m_data_out_y;
  logic [WIDTH-1:0] w_to_multx, w_to_multf;
  logic w_wr_en_x, w_conv_done, w_read_done_x;
  logic [ADDRX-1:0] w_to_addrx, w_read_addr_x, w_write_addr_x;
  logic [ADDRF-1:0] w_to_addrf, w_read_addr_f;
  logic e_acc,c_acc;
  always_comb begin
    if (w_wr_en_x == 1)
      w_to_addrx = w_write_addr_x;
    else
      w_to_addrx = w_read_addr_x;
    if (w_wr_en_x == 1)
      w_to_addrf = 0;
    else
      w_to_addrf = w_read_addr_f;
  end
  memory1 #(WIDTH, LENX, ADDRX) mx (.clk(clk), .data_in(s_data_in_x), .data_out(w_to_multx), .addr(w_to_addrx), .wr_en(w_wr_en_x));
  layer3_24_10_16_1_f_rom mf(.clk(clk), .addr(w_to_addrf), .z(w_to_multf));
  memory_control_xf1 #(ADDRX, LENX) cx (.clk(clk), .reset(reset), .s_valid_x(s_valid_x), .s_ready_x(s_ready_x), .m_addr_x(w_write_addr_x), .ready_write(w_wr_en_x), .conv_done(w_conv_done), .read_done(w_read_done_x), .valid_y(m_valid_y));
  conv_control1 #(ADDRX, ADDRF, LENX, LENF) cc(.reset(reset), .clk(clk), .m_addr_read_x(w_read_addr_x), .m_addr_read_f(w_read_addr_f), .conv_done(w_conv_done), .read_done_x(w_read_done_x), .m_valid_y(m_valid_y), .m_ready_y(m_ready_y), .en_acc(e_acc), .clr_acc(c_acc));
  convolutioner1 #(WIDTH, ADDRX, ADDRF) conv(.clk(clk), .reset(reset), .m_addr_read_x(w_to_addrx), .m_addr_read_f(w_to_addrf), .m_data_out_y(m_data_out_y), .en_acc(e_acc), .clr_acc(c_acc), .m_data_x(w_to_multx), .m_data_f(w_to_multf));
endmodule
```
==> out/qor.txt <==
Kind of critical path -> in2reg
Max Cap Viol -> 0
Kind of end point of the critical path -> flop
Pre-antenna DRT Iters -> 3
Slew @ Worst Pin -> 0.395 ns
Arr. time, crit path -> 1.84 ns
Max transition margin -> 73.6%
GR Util met2 -> 2.53%
Min setup slack post-route -> 0.921 ns
Setup Fix Bufs, Post-CTS -> 0
Vias/cell -> 3.27
Worst Hold End -> z[6]
Core ar. -> 4350 µm²
Leak -> 0.269 nW
Routability cong. -> 0.647
GRT met3 Usage -> 1.32%
Fmax achieved -> 532 MHz
Area grow syn2layout -> 45.0%
Yosys xor share -> 4.95%
Syn Area/Cell -> 10.8 µm²
Crit path time final -> 1.88 ns
Largest net degree at the start of global routing -> 13
Clock sink count -> 9
Top Usage Layer GRT -> met1
Worst VDD drop -> 106 µV
Root Buffer -> clkbuf_8
WL per Instance -> 9.50 µm
Number of I/O port buffers -> 20
# setup viols final -> 0
Vias in the first global route -> 330
DRC viols -> 0
Iteration-0 DRC Markers -> 11
CP required -> 2.76 ns
GR Util met1 -> 3.72%
Synth Instances -> 49
Setup TNS -> 0 ns
Synth Cell Area -> 531 µm²
Fillers -> 459
CTS buffer count -> 3
Count of pins over their slew limit -> 0
Clock Path Buffers -> 2
AO/OA Area Share -> 13.7%
Hold_sp -> addr[0]
MUX area fraction -> 1.89%
Largest register FFs -> 9
Hold path depth -> 2
RSZ-0062 raised after global routing -> no
Synth Register Bits -> 9
CTS tree -> yes
Final design utilization -> 17.7%
Chip area -> 7570 µm²
ANT nets after route -> 0
CTS H-tree depth -> 1
Total grt overflow -> 0
Biggest regs -> z (9)
Final hold violation count -> 0
Simple-Gate Area Share -> 12.3%
Synth Warn # -> 1
Post-DP HPWL -> 906 µm
Die Width -> 87 µm
Dominant comb cell -> buffers and inverters
Std cell rows -> 24
Dominant cell area share -> 50.9%
Cell area leaders -> edfxtp_1 51%, buf_4 9.9%, o31ai_1 4.2%, xnor2_1 3.3%, a21oi_1 2.8%
Fin crit share -> 67.1%
Logic area -> 174 µm²
Synth area leader -> edfxtp_1
YS chip area -> 531 µm²
Hold crit path type -> in2reg
Stage-log warning count -> 25
Power per cell area -> 529 nW/µm²
Wirelength, routed -> 1090 µm
CP max FO -> 11
Seq share, synth -> 50.9%
Largest Register -> z
Element type at the critical path start -> input pin
Register area -> 270 µm²
Resize count post-CTS -> 0
GRT Total Usage -> 2.45%
Num ports -> 21
Vias post-DR -> 376
Floorplan core density -> 12.2%
Adder share -> 0%
# diodes -> 0
Layout cell share with drive strength beyond 1 -> 7.94%
Initial antenna violation count -> 0
Die Y -> 87 µm
Pre-CTS setup slack -> 0.687 ns
Status -> complete, no violations
# Cells Yosys -> 49
Global-route wire length before repair -> 1550 µm
Unique cell type count in the Yosys netlist -> 21
Clock transition at the registers of the reported paths -> 0.04 ns
Hold_buf cts -> 0
-- metrics by stage --
step                cells  cell area [µm²]  hold slack (ns)  power, mW
global route          115              769             1.30      0.429
floorplan              49              531            0.830      0.216
finish                115              769             1.25      0.407
global placement      111              724             1.33      0.266
detailed placement    111              724             1.34      0.267
CTS                   115              769             1.23      0.415
-- placed cells by master, fill, tap and decap left out, types with 2 or more instances in the layout --
cell,synthesis,layout
clkdlybuf4s50_1,0,20
edfxtp_1,9,9
o31ai_1,3,3
a21oi_1,3,3
o21ai_0,3,3
clkbuf_8,0,3
xnor2_1,2,2
nor2b_1,2,2
nand2_1,2,2
nor2_1,2,2
inv_1,2,2
or3_1,2,2
-- kinds of logic after synthesis --
kind of cell,count (synthesis)
flip-flops,9
AND-OR/OR-AND,12
buffers and inverters,13
multiplexers,1
XOR/XNOR,3
AND/OR/NAND/NOR,11
-- how the worst max path moves through the flow --
stage	startpoint	to	slack (ns)	cells past startpoint
5_1_grt	addr[1]	z[6]	0.86	4
4_1_cts	addr[1]	z[6]	0.93	4
6_report	addr[0]	z[6]	0.92	4
-- layout make-up --
cell class	instances	share of cell area, %
flip-flops and latches	9	35.1
repair buffers	21	27.0
multi-input cells	27	22.6
well taps	52	8.46
clock buffers	4	5.85
inverters	2	0.976
-- synthesized netlist by cell type (all sizes together) --
| master | n |
|---|---|
| buf | 11 |
| or3 | 2 |
| o31ai | 3 |
| a21o | 1 |
| o22ai | 1 |
| nor2b | 2 |
| xnor2 | 2 |
| and2 | 1 |
| inv | 2 |
| nor2 | 3 |
| a21oi | 3 |
| mux2i | 1 |
| or4 | 1 |
| a31oi | 1 |
| edfxtp | 9 |
| o21ai | 3 |
| xor2 | 1 |
| nand2 | 2 |
-- where the power goes --
group          switching (mW)  total, mW  leakage, nW  internal (mW)
registers             0.00671      0.175       0.0898          0.168
logic                  0.0269     0.0870        0.157         0.0601
clock network          0.0462      0.145       0.0228         0.0987
-- worst max-delay path: stages --
cell	delay, ns
clkdlybuf4s50_1	0.59
or4_1	0.58
nand2_1	0.08
a21oi_1	0.04
-- routing by layer --
metal,up-vias,share of wire (%)
li1,195,-
met1,159,51
met2,20,29
met3,2,17
met4,0,3.5
met5,-,0
No activity file was given, so power comes from the tool's default toggle rates.
