File: /design/flow/config.mk
export PLATFORM = sky130hd
export DESIGN_NAME = layer1_64_33_16_1_f_rom
export DESIGN_NICKNAME = layer1_64_33_16_1_f_rom
export VERILOG_FILES = /design/flow/design.v
export SDC_FILE = /design/flow/constraint.sdc
export NUM_CORES = 4
export LEC_CHECK = 1
export CORE_AREA = 10 10 102 102
export DIE_AREA = 0 0 112 112
File: /design/flow/run.sh
#!/bin/bash
# OpenROAD 26Q1-2900-gdf79404cd8, Yosys 0.63+post, stock flow scripts
make -C /OpenROAD-flow-scripts/flow DESIGN_CONFIG=/design/flow/config.mk WORK_HOME=/design/flow/orfs finish
File: /design/flow/design.v
module layer1_64_33_16_1_f_rom(clk, addr, z);
   input clk;
   input [5:0] addr;
   output logic signed [15:0] z;
   always_ff @(posedge clk) begin
      case(addr)
        0: z <= -16'd237;
        1: z <= 16'd169;
        2: z <= 16'd225;
        3: z <= -16'd82;
        4: z <= -16'd15;
        5: z <= -16'd134;
        6: z <= 16'd51;
        7: z <= 16'd226;
        8: z <= 16'd15;
        9: z <= -16'd36;
        10: z <= 16'd200;
        11: z <= 16'd150;
        12: z <= -16'd143;
        13: z <= -16'd24;
        14: z <= 16'd110;
        15: z <= -16'd46;
        16: z <= 16'd18;
        17: z <= 16'd219;
        18: z <= 16'd178;
        19: z <= 16'd187;
        20: z <= 16'd231;
        21: z <= 16'd150;
        22: z <= 16'd208;
        23: z <= 16'd181;
        24: z <= 16'd32;
        25: z <= -16'd247;
        26: z <= 16'd188;
        27: z <= -16'd242;
        28: z <= -16'd210;
        29: z <= -16'd55;
        30: z <= 16'd170;
        31: z <= -16'd190;
        32: z <= -16'd142;
      endcase
   end
endmodule
module layer1_64_33_16_1(clk, reset, s_data_in_x, s_valid_x, s_ready_x, m_data_out_y, m_valid_y, m_ready_y);
  parameter WIDTH = 16, ADDRX = 6, ADDRF = 6, LENX = 64, LENF = 33, P=1, SIZE = LENX - LENF + 1, LOGSIZE = ADDRX;
  input clk, reset, s_valid_x, m_ready_y;
  input signed [WIDTH-1:0] s_data_in_x;
  output s_ready_x, m_valid_y;
  output signed [WIDTH-1:0] m_data_out_y;
  logic [WIDTH-1:0] w_to_multx, w_to_multf;
  logic w_wr_en_x, w_conv_done, w_read_done_x;
  logic [ADDRX-1:0] w_to_addrx, w_read_addr_x, w_write_addr_x;
  logic [ADDRF-1:0] w_to_addrf, w_read_addr_f;
  logic e_acc,c_acc;
  always_comb begin
    if (w_wr_en_x == 1)
      w_to_addrx = w_write_addr_x;
    else
      w_to_addrx = w_read_addr_x;
    if (w_wr_en_x == 1)
      w_to_addrf = 0;
    else
      w_to_addrf = w_read_addr_f;
  end
  memory1 #(WIDTH, LENX, ADDRX) mx (.clk(clk), .data_in(s_data_in_x), .data_out(w_to_multx), .addr(w_to_addrx), .wr_en(w_wr_en_x));
  layer1_64_33_16_1_f_rom mf(.clk(clk), .addr(w_to_addrf), .z(w_to_multf));
  memory_control_xf1 #(ADDRX, LENX) cx (.clk(clk), .reset(reset), .s_valid_x(s_valid_x), .s_ready_x(s_ready_x), .m_addr_x(w_write_addr_x), .ready_write(w_wr_en_x), .conv_done(w_conv_done), .read_done(w_read_done_x), .valid_y(m_valid_y));
  conv_control1 #(ADDRX, ADDRF, LENX, LENF) cc(.reset(reset), .clk(clk), .m_addr_read_x(w_read_addr_x), .m_addr_read_f(w_read_addr_f), .conv_done(w_conv_done), .read_done_x(w_read_done_x), .m_valid_y(m_valid_y), .m_ready_y(m_ready_y), .en_acc(e_acc), .clr_acc(c_acc));
  convolutioner1 #(WIDTH, ADDRX, ADDRF) conv(.clk(clk), .reset(reset), .m_addr_read_x(w_to_addrx), .m_addr_read_f(w_to_addrf), .m_data_out_y(m_data_out_y), .en_acc(e_acc), .clr_acc(c_acc), .m_data_x(w_to_multx), .m_data_f(w_to_multf));
endmodule
File: /design/flow/constraint.sdc
current_design layer1_64_33_16_1_f_rom

set clk_period 2.9
set clk_io_pct 0.2

create_clock -name clk0 -period $clk_period [get_ports {clk}]

set non_clock_inputs [all_inputs -no_clocks]
set_input_delay [expr $clk_period * $clk_io_pct] -clock clk0 $non_clock_inputs
set_output_delay [expr $clk_period * $clk_io_pct] -clock clk0 [all_outputs]
==> run summary <==
Observations from the implementation run.

Power:
- The analysis reports a worst IR drop on VDD of 125 uV.
- The run puts the power per cell area at 361 nW/um^2.
- The run puts the static power due to leakage at 0.426 nW.

Synthesis:
- In the post-synthesis netlist, the biggest area contributors are sky130_fd_sc_hd__edfxtp_1 (29%), sky130_fd_sc_hd__buf_4 (7.3%), sky130_fd_sc_hd__a21oi_1 (5.4%).
- sky130_fd_sc_hd__a21oi_1 is the most common cell in the netlist.
- For reference, the top cells by count after synthesis are sky130_fd_sc_hd__a21oi_1 (10), sky130_fd_sc_hd__buf_4 (9), sky130_fd_sc_hd__edfxtp_1 (9), sky130_fd_sc_hd__nor2_1 (8), sky130_fd_sc_hd__o21ai_0 (8).
- The run puts the portion of synthesized cell area occupied by the leading cell type at 29.2%.
- The run puts the part of the Yosys area used for sequential elements at 29.2%.
- Per the Yosys statistics, synthesis produced 113 cells.
- Synthesis instantiated 38 different standard cells from the library.
- The run gives the netlist area before placement as 926 um^2.
- The run gives the count of mapped cells out of synthesis as 113.
- In this run, synthesis produced a sequential element count of 9.
- For this run, the chip area from Yosys synthesis comes to 926 um^2.
- The synthesized design spends more area on one cell type than any other, namely sky130_fd_sc_hd__edfxtp_1.
- The run gives the dominant register cell as sky130_fd_sc_hd__edfxtp_1.
- In this run, synthesis inferred 9 flip-flops with an integrated enable.
- The run puts the async set-or-reset flop fraction in the synthesized netlist at 0%.
- The run puts the average cell area after synthesis at 8.19 um^2.
- The run gives the number of warnings issued by yosys as 1.

Worst setup path:
- The signal on the critical path passes through clkdlybuf4s50_1, nor3_1, o21ai_1, o21ai_1, a2111oi_2.
- The run gives the cell seen most often among critical-path stages as sky130_fd_sc_hd__o21ai_1.
- Per the post-run analysis, buffers plus inverters along the critical path come to 1.
- The run gives the longest individual stage delay on the worst path as 0.89 ns.
- The run puts the required arrival time at the worst endpoint at 2.92 ns.
- Looking at the setup timing report, the critical path kind is input pin to flip-flop.
- Max fanout on the critical path was recorded as 18.
- The kind of cell with the highest combined delay along the critical path is buffers and inverters.
- The worst setup path is launched from an input pin.
- The run gives the nature of the critical path endpoint as a flip-flop.
- The run gives the arrival time at the worst endpoint as 2.25 ns.
- On the critical path, the stage with the largest delay is an instance of sky130_fd_sc_hd__clkdlybuf4s50_1.

Final layout:
- Ranked by flip-flop count, first place goes to z.
- At the end of the flow the core is filled with cells to 15.0%.
- The run gives the flip-flop count of the largest register after layout as 9.
- The run gives the final standard cell count with taps included and fillers excluded as 232.
- The run gives the final-layout fill cell count as 906.
- The run puts the area growth from synthesis to layout at 33.5%.
- The registers reported with the highest flop counts are z: 9 flops.
- The run gives the fraction of layout cells with a size suffix above 1 as 13.4%.

STA:
- Setup repair after global routing left no endpoint under its margin.
- The run puts the final setup TNS at 0 ns.
- The run puts the worst hold slack at 1.37 ns.
- The run puts the minimum period implied by the final worst setup slack at 2.23 ns.
- The run gives the fraction of the cycle the final worst path needs as 77.0%.
- Looking at the max-slew report, the worst-margin pin has a slew of 0.658 ns.
- The run gives the maximum operating frequency as 448 MHz.
- The run puts the hold violation count in the final report at 0.
- The run gives the total setup violations reported at the end of the flow as 0.
- The run gives the number of max-slew violations in the final report as 0.
- The slew check shows that the tightest pin keeps a relative margin of 56.0%.

CTS:
- The run gives the number of cells upsized or downsized after cts as 0.
- The run gives the buffers inserted during post-CTS setup optimization as 0.
- The clock net in this run drives a total of 9 sinks.
- The run gives the number of clock buffers inserted by TritonCTS as 3.
- The run puts the H-tree depth reported by CTS at 1.
- TritonCTS built the clock tree.
- Buffers inserted to repair hold after CTS numbered 0.
- The run puts the clock transition at the register clock pins on the worst setup and hold paths after CTS at 0.04 ns.
- Clock tree synthesis selected as its root buffer the cell sky130_fd_sc_hd__clkbuf_8.
- The clock passes through at most 2 buffers.

Detailed routing:
- The run gives the routed length per instance as 9.98 um.
- Per the detailed-route log, wirelength across all metal layers totals 2320 um.
- Per the detail_route report, DRC violations left total 0.
- The run gives the total iterations of the first detailed-routing run as 5.
- The run gives the antenna violation net count after detailed routing as 0.
- Dividing the detail-routed via count by the number of cells gives 3.62.
- The run gives the total via count in the routed design as 840.
- The run puts the antenna diode count at 0.
- After the first detailed-routing iteration, the DRC count stood at 109.

Die:
- According to the floorplan report, the placeable core area is 8220 um^2.
- The run gives the total die size as 12500 um^2.
- The floorplan step set the die height to 112 um.
- For reference, the placement row count at floorplan is 33.
- The run puts the number of primary I/O pins at 23.
- The run gives the initial core utilization as 11.3%.
- According to the floorplan report, the die width is 112 um.

Global routing:
- The first global-routing pass estimated 3650 um of wire.
- For this run, global-route usage on met1 was measured as 5.32%.
- The run puts the initial antenna violation count at 0.
- The run gives the number of global-route vias before repair as 706.
- Global routing consumed, over all layers together, 3.40% of the routing resources.
- The run gives the most congested layer reported by global routing as met1.
- Global routing finished with a remaining overflow of 0.
- Global routing consumed, on the met3 layer, 1.79% of the routing resources.
- In the global route stage, met2 resource usage came out at 3.96%.
- The run gives the largest net degree at the start of global routing as 20.

Hold path:
- Checking hold timing, the worst path is listed with class input pin to flip-flop.

Placement:
- The run gives the number of buffers inserted by port buffering as 22.
- At the end of routability-driven placement, the weighted congestion stood at 0.867.
- The run puts the number of placed instances with taps included at 228.
- The run gives the detailed placement HPWL as 1810 um.

Flow run:
- The run gives the number of warning messages in the logs as 25.
- In this run the maximum-capacitance check reported violations numbering 0.

Outcome:
- The flow ran to the end, and the final reports show no timing, DRC or antenna violations.
power breakdown:
part / internal (mW) / switching (mW) / total, mW
Combinational: 0.0790 / 0.0614 / 0.140
Clock: 0.0954 / 0.0453 / 0.141
Sequential: 0.160 / 0.00528 / 0.165
path summary, 6_finish.rpt:
path  startpoint   end  slack (ns)  depth (start not counted)
max      addr[0]  z[3]        0.67                          5
min      addr[5]  z[6]        1.37                          2
per-layer routing:
| layer | vias up | routed length (um) |
|---|---|---|
| met4 | 0 | 23 |
| met2 | 43 | 745 |
| met1 | 367 | 1270 |
| met3 | 3 | 283 |
| li1 | 427 | - |
| met5 | - | 0 |
placed cells by master, fill, tap and decap left out, drive strengths merged, types with 2 or more instances in the layout:
master / count
a2111oi: 2
a21o: 2
a21oi: 11
a22oi: 3
and3: 2
buf: 8
clkbuf: 4
clkdlybuf4s50: 22
edfxtp: 9
inv: 3
nand2: 7
nand2b: 3
nand3: 2
nor2: 9
nor2b: 5
nor3: 3
o21ai: 12
o21bai: 4
o22ai: 2
kinds of logic after synthesis:
family / Yosys count / share of synthesized area, %
xor gates and xnor gates: 2 / 1.89
muxes: 1 / 1.08
DFF: 9 / 29.2
AOI/OAI and AO/OA: 44 / 31.8
buffers and inverters: 23 / 17.0
and+or+nand+nor: 34 / 19.1
per-stage QoR:
stage,power [mW],worst slack [ns],instance area [um^2]
2_1_floorplan,0.253,0.789,926
3_3_place_gp,0.309,0.414,1190
3_5_place_dp,0.308,0.441,1190
4_1_cts,0.451,0.690,1240
5_1_grt,0.476,0.519,1240
6_report,0.446,0.666,1240
area by class of cell:
cell class | count | area (um^2) | area share, %
Multi-Input combinational cell | 81 | 498 | 40.3
Timing Repair Buffer | 30 | 280 | 22.7
Sequential cell | 9 | 270 | 21.9
Tap cell | 105 | 131 | 10.6
Clock buffer | 4 | 45.0 | 3.64
Inverter | 3 | 11.3 | 0.911
No activity file was given, so power comes from the tool's default toggle rates.
